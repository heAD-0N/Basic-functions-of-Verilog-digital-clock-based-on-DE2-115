[./design.v]
module bcd(
	input	[7:0]	bin_in,
	output	[9:0]	bcd_out
    );
reg [3:0] ones;
reg [3:0] tens;
reg [1:0] hundreds;
integer i;
always @(*) begin
	ones 		= 4'd0;
	tens 		= 4'd0;
	hundreds 	= 2'd0;
	for(i = 7; i >= 0; i = i - 1) begin
		if (ones >= 4'd5) 		ones = ones + 4'd3;
		if (tens >= 4'd5) 		tens = tens + 4'd3;
		if (hundreds >= 4'd5)	hundreds = hundreds + 4'd3;
		hundreds = {hundreds[0],tens[3]};
		tens	 = {tens[2:0],ones[3]};
		ones	 = {ones[2:0],bin_in[i]};
	end
end	
assign bcd_out = {hundreds, tens, ones};
endmodule
[./run.sh]
#!/bin/bash
# OpenROAD 26Q1-2900-gdf79404cd8, Yosys 0.63+post, stock flow scripts
make -C /OpenROAD-flow-scripts/flow DESIGN_CONFIG=/design/flow/config.mk WORK_HOME=/design/flow/orfs finish
[./config.mk]
export PLATFORM = sky130hd
export DESIGN_NAME = bcd
export DESIGN_NICKNAME = bcd
export VERILOG_FILES = /design/flow/design.v
export SDC_FILE = /design/flow/constraint.sdc
export NUM_CORES = 4
export LEC_CHECK = 1
export CORE_AREA = 10 10 70 70
export DIE_AREA = 0 0 80 80
[./constraint.sdc]
current_design bcd

set clk_period 8.4
set clk_io_pct 0.2

create_clock -name clk0 -period $clk_period

set non_clock_inputs [all_inputs -no_clocks]
set_input_delay [expr $clk_period * $clk_io_pct] -clock clk0 $non_clock_inputs
set_output_delay [expr $clk_period * $clk_io_pct] -clock clk0 [all_outputs]
==> summary.txt <==
Physical design

After detailed placement, the total cell area comes to around 0.0013 mm2. In the setup report, the worst path falls into the class in -> out. The count of endpoints failing hold in the final timing report stands at 0. From bottom edge to top edge, the die measures 80 um. The total DRC errors in the routed layout stands at 0.

The synthesized area per cell stands at between 6 and 7 um2. Hold repair after CTS inserted 0 buffers. The leakage power total stands at roughly 0.56 nW. Once routing completed, OpenROAD measured the worst setup slack at around 410 ps.

Setup repair after global routing left no endpoint under its margin. Timing analysis after detailed placement gives a worst setup slack of -63.0 ps. Entering global routing, the biggest net connects 13 pins. The sum of net half-perimeters after detailed placement stands at around 2.0 mm. Summing all flip-flop and latch instances after layout gives 0 um2. Per the GRT congestion report, total overflow comes to 0. Hold analysis shows the worst path with a depth of 0. The initial DRC count stands at slightly above 90.

The residual antenna-violating net count after detailed routing stands at 0. Summed over all failing endpoints, the final setup total negative slack is 0 ps. Per the run report, area growth between synthesis and finish was 38.0%. Max-slew check failures listed in the final report amount to 0. The run finished with clean final reports. The die width stands at around 80 um.

According to the cell report, flip-flops and latches in the layout number 0. The initial antenna violation count is 0. The non-filler instance count after layout stands at approximately 210. The worst relative slew slack stands at 66.5%. STA classifies the critical path endpoint as an output port. The utilization of the core after routing stands at between 30% and 40%.

The worst setup path is launched from an input port. The path class of the tightest hold or removal check is in -> out. The maximum VDD drop stands at between 0.06 and 0.07 mV. For hold timing, the worst endpoint is bcd_out[0]. The total power consumption of the routed design stands at approximately 0.19 mW.

The weighted congestion at the end of routability-driven global placement stands at 0.825. Across all stage logs, warnings added up to 36. The script logs the ratio of routed vias to standard cells as about 5.3. The via count of the first global-routing pass is around 960. The mean routed wirelength per cell stands at around 12 um. The actual slew at the worst max-slew pin stands at between 400 and 500 ps. The yosys stat cell total stands at 143.

The first global-routing pass estimated 4.04 mm of wire. Counting tap cells, the placed design contains a total of between 200 and 250 instances. The core footprint stands at about 0.0034 mm2. The routed layout has between 1,000 and 1,500 vias. The total setup violations reported at the end of the flow stands at 0. The row count stands at 21. The area figure in the yosys stat output stands at slightly below 0.001 mm2. Across every metal layer, demand over resource in global routing totals under 10%. The upper clock frequency limit stands at 125 MHz.

The number of different library cells used by synthesis comes to about 58. The final period demand of the worst path stands at 7990 ps. The diode insertion count for antenna repair stands at 0. The number of primary I/O pins stands at 18. The post-synth design cell area stands at 988 um2. The chip occupies about 0.0064 mm2. The fraction of layout cells with a size suffix above 1 stands at a little over a quarter. The sequential cell area fraction in the yosys report stands at 0%.

The required time at the worst endpoint is listed as ~6700 ps. Port buffering added 16 buffers. The finished layout cell area stands at 0.00136 mm2. The power per cell area stands at 141 mW/mm2. The cell count after synthesis stands at 143. The number of maximum-capacitance constraint violations stands at 0. The yosys synthesis warning count stands at 1.

At the worst endpoint, the arrival time is 6310 ps. For the worst min-delay path, the startpoint reported by OpenROAD is bin_in[0]. Hold timing on the final database bottoms out at a slack of 3360 ps. The largest driver fanout on the critical path stands at 6. The final wirelength stands at between 2 and 2.5 mm. The final critical path takes up 95.1% of the cycle. The length of the first detailed-routing pass in iterations stands at 4. The clock buffer instance count of the final layout stands at 0. At the floorplan stage, the core utilization is reported as ~29%.
final cells by class:
class / count / area [um2]
Fill cell: 345 / 2050
Inverter: 11 / 41.3
Multi-Input combinational cell: 127 / 995
Tap cell: 46 / 57.6
Timing Repair Buffer: 30 / 270
how the worst max path moves through the flow:
stage          from    endpoint  slack, ps  cells past startpoint
4_1_cts   bin_in[5]  bcd_out[7]         20                     27
5_1_grt   bin_in[7]  bcd_out[7]         90                     24
6_report  bin_in[7]  bcd_out[7]        410                     24
power breakdown:
group | switching (mW) | total (mW) | internal [mW]
clock | 0 | 0 | 0
sequential | 0 | 0 | 0
combinational | 0.0884 | 0.192 | 0.104
total | 0.0884 | 0.192 | 0.104
cell families after synthesis:
group,after synthesis,synth area share (%)
xor+xnor,4,4.30
fa+ha+maj,10,12.7
buf+inv,16,6.71
simple gates,50,27.8
mux,8,8.35
compound gates,55,40.1
cells in the final DEF, fill, tap and decap left out, drive strengths merged, types with 3 or more instances in the layout:
master,instances
a211oi,4
a21oi,13
buf,14
clkdlybuf4s50,14
ha,10
inv,11
mux2i,6
nand2,4
nand3,3
nand4,3
nor2,17
nor2b,3
nor3,6
o21ai,14
or2,3
xnor2,4
routing by layer:
layer  global-route usage [%]  vias up  part of all wire, %
met5                        0        -                    0
met4                        0        0                    0
met3                    0.795        0                  5.2
met2                     11.7       27                   46
met1                     10.2      507                   48
li1                         -      599                    -
synthesized netlist by cell type (all sizes together) (2+ instances only):
master  instances  area share [%]
a211oi          4             3.5
a21oi          13             7.3
buf             3             1.8
clkbuf          2            0.76
ha             10              13
inv            11             4.2
mux2            2             2.3
mux2i           6             6.1
nand2           4             1.5
nand2b          2             1.3
nand3           3             1.5
nand4           3             1.9
nor2           17             6.5
nor2b           3             1.9
nor3            6             4.1
o211a           2             2.0
o21ai          14             7.5
o31ai           2             1.5
or2             3             1.9
xnor2           4             4.3
critical path: stages:
cell and delay (ps):
clkdlybuf4s50_1 420, ha_1 230, a21oi_2 180, xnor2_2 160
ha_2 200, and2b_2 260, or4_4 440, o2111ai_4 120
ha_2 220, nand2b_1 110, nand2_1 80, nor3_2 210
nor2_2 80, ha_1 200, inv_1 80, ha_4 140
a21oi_1 40, buf_4 150, nor2b_1 120, o21ai_1 90
nand4_1 200, nor2_1 170, mux2_1 330, clkdlybuf4s50_1 410
repair_timing:
action	in CTS	in global routing
setup endpoints to repair	3	8
hold endpoints to repair	0	0
buffers inserted	0	4
resized	2	17
pin swaps	1	8
Power is estimated from default activity; no workload was simulated.
