`run.sh`:
```
#!/bin/bash
# OpenROAD 26Q1-2900-gdf79404cd8, Yosys 0.63+post, stock flow scripts
make -C /OpenROAD-flow-scripts/flow DESIGN_CONFIG=/design/flow/config.mk WORK_HOME=/design/flow/orfs finish
```
`config.mk`:
```
export PLATFORM = sky130hd
export DESIGN_NAME = fen
export DESIGN_NICKNAME = fen
export VERILOG_FILES = /design/flow/design.v
export SDC_FILE = /design/flow/constraint.sdc
export NUM_CORES = 4
export LEC_CHECK = 1
export CORE_AREA = 10 10 89 89
export DIE_AREA = 0 0 99 99
```
`constraint.sdc`:
```
current_design fen

set clk_period 1.7
set clk_io_pct 0.2

create_clock -name clk0 -period $clk_period [get_ports {am}]
create_clock -name clk1 -period $clk_period [get_ports {clk}]

set non_clock_inputs [all_inputs -no_clocks]
set_input_delay [expr $clk_period * $clk_io_pct] -clock clk0 $non_clock_inputs
set_output_delay [expr $clk_period * $clk_io_pct] -clock clk0 [all_outputs]
```
`design.v`:
```
module fen(qout,am,reset,clk,cin,cout,nout,secin,secin1,naozhong);
input clk,reset,am,cin,naozhong;
input [7:0] secin;
input [7:0] secin1;
output reg[7:0] qout;
output reg[7:0] nout;
output   cout;
always@(posedge clk or posedge reset)
begin
	if(reset) qout=0;
	else if((~naozhong)&&(~am||cin))
	begin
   if(qout==59) begin qout=0;end
	        else qout=qout+1;end 
end
always@(negedge am)
begin
	if(naozhong)
	begin
	if(nout==59) begin nout=0;end
		     else nout=nout+1;end
end
assign cout=((qout==59)&&(secin==59)&&(secin1==4))?1:0;
endmodule
```
==> Changelog: implementation <==
### Implementation results

- Status: finished with violations
- Failing checks: negative setup slack
- FP Rows: 28
- R2r setup slk: -0.09 ns
- Main logic family after synthesis: simple AND/OR/NAND/NOR gates
- Fa+ha+maj area frac: 2.72%
- Total power draw: 0.00219 W
- First-pass GRT wire length: 4930 µm
- Hold Crit Start: am
- FF-to-FF path depth: 5
- Skew final: 0.0119 ns
- Worst Setup End Kind: output port
- M1 GR Usage: 6.69%
- Crit path DRT: 1.36 ns
- Critical Path Source: nout[5]
- I/O Buffers: 36
- Rel. slew slack: 73.1%
- Cell Area, Placed: 0.00154 mm²
- Distinct cells, synth: 32
- Number of global-route vias before repair: 1296
- Slowest-stage cell, CP: edfxtp_1
- CTS tree: done
- Ys cells: 91
- Area growth syn-to-layout: 100%
- Critical Path Fanout Max: 2
- Multi-input gate area: 549 µm²
- LEAKAGE: 0.826 nW
- Clock power share: 45.6%
- Syn_area_per_cell: 10.1 µm²
- Synth warn: 1
- Slew Limit Fails: 0
- DR WL/cell: 12.5 µm
- # setup viols final: 14
- Pre-CTS setup slack: -0.518 ns
- HPWL Detailed: 2110 µm
- GR Layer Usage met3: 5.85%
- Chip area: 0.00980 mm²
- Post-synth seq share: 47.9%
- Crit path max-delay family: flip-flops
- Reg clk slew, reported paths: 0.04 ns
- Total gr overflow: 0
- Critical path type: flip-flop to output port
- # IOs: 38
- Via count: 1071
- Final worst setup slack: -0.429 ns
- Cell Area, Synth: 920 µm²
- Hold Crit Endpoint: qout[1]
- Initial antenna violation count: 0
- Largest net degree at the start of global routing: 16
- Async S/R FF share, synth: 50.0%
- CP bufs+invs: 1
- Hold path depth: 4
- Total GRT Usage: 6.01%
- Fp util: 15.4%
- Log Warnings: 52
- Post-route cell area: 0.00184 mm²
- Vias per std cell: 4.35
- Flop pwr share: 25.1%
- Crit-path max cell delay: 0.40 ns
- Share of cells above drive strength 1: 36.8%
- Aoi share: 15.6%
- EDFF count, synth: 8
- M2 GR Usage: 6.51%
- Drt total wl: 3080 µm
- Yosys Chip Area: 920 µm²
- Die width: 99 µm
- HP Class: clock port to flip-flop
- Crit-path cells: buf_2
- First-pass iteration count of the detailed router: 6
- Busiest grt layer: met1
- WP data arrival: 1.79 ns
- Levels on crit path: 1
- DRC Markers: 0
- Sw Share: 29.9%
- Critical path startpoint category: flip-flop
- FF-to-FF Start: qout[0]
- Dominant synthesized flop cell: edfxtp_1
- Psw: 0.000656 W
- Combinational share of power: 29.3%
- Number of max-cap violations: 0
- Measured slew at the worst slew-check pin: 0.400 ns
- Initial drt markers: 49
- Chip Height: 99 µm
- RR Endpoint: qout[5]
- Maximum VDD drop: 0.421 mV
- Min Hold Slack: 0.339 ns
- Layout fillers: 573
- Core Box Area: 0.00599 mm²
- Final hold viol count: 0
- Int Power: 0.00154 W
- RSZ-0062 raised after global routing: yes
- Hold buffers post-CTS: 0
- XORs/XNORs by Area: 4.76%
- Mux frac, synth: 0%
- Inserted Diodes: 0
- Post-Synth Simple-Gate Area: 26.0%
- Final GP Congestion: 0.804
- ANT nets after route: 0
- PwrDens: 1190 mW/mm²
- Post-Synthesis Cells: 91
- Synthesized registers: 16
- FF/Latch Area: 440 µm²
layout by cell type, fill, tap and decap left out, types with 2 or more instances in the layout:
master,instances
buf_4,27
clkdlybuf4s50_1,21
inv_1,10
buf_2,9
clkbuf_8,8
edfxtp_1,8
dfrtp_1,8
o21ai_0,6
dlymetal6s2s_1,6
nand2_1,5
nand2b_1,5
nand3_1,4
nor4_2,4
nor2_1,4
buf_6,4
o31ai_1,3
a21oi_1,3
xnor2_1,3
o21ai_1,2
a22o_1,2
xor2_1,2
and3_1,2
nand4_1,2
nor4bb_4,2
or3_1,2
cells by family after synthesis:
family,after synthesis
DFF,16
AOI/OAI and AO/OA,22
buffers and inverters,7
xor gates and xnor gates,5
and+or+nand+nor,39
adders and majority gates,2
layer usage:
layer  vias up  routed length, µm
met1       486               1360
met2        65               1130
met3        10                478
met4         0                109
met5         -                  0
li1        510                  -
layout make-up:
type	count	share of cell area, %
multi-input cells	68	29.8
inverters	2	0.407
clock inverters	9	2.10
well taps	75	5.09
repair buffers	64	29.9
clock buffers	12	8.76
flip-flops and latches	16	23.9
sequential cells by signal (all words and copies together), names as in the netlist:
name	cells
nout	8
qout	8
synthesized netlist by cell type, types with 3 or more instances:
library cell | n | area [µm²]
inv_1 | 3 | 11.3
nor2_1 | 4 | 15.0
nand3_1 | 4 | 20.0
a21oi_1 | 4 | 20.0
o21ai_0 | 8 | 40.0
clkbuf_1 | 3 | 11.3
nand2_1 | 5 | 18.8
o31ai_1 | 3 | 22.5
nor4b_1 | 3 | 26.3
edfxtp_1 | 8 | 240
xnor2_1 | 3 | 26.3
nor4_1 | 5 | 31.3
nand2b_1 | 5 | 31.3
dfrtp_1 | 8 | 200
power groups by stage:
stage         clock, W  sequential (W)  combinational, W
global route   0.00111        0.000560          0.000698
finish         0.00100        0.000551          0.000641
CTS            0.00103        0.000551          0.000620
metrics by stage:
step,cells,util [%],setup TNS (ns)
6_report,246,30.8,-3.39
5_1_grt,246,30.8,-4.09
4_1_cts,246,29.4,-3.60
3_5_place_dp,221,25.6,-6.62
3_3_place_gp,221,25.6,-6.70
2_1_floorplan,91,-,-0.0264
worst max-delay path by stage:
stage                     end  slack, ns
after global routing  nout[5]      -0.49
final                 nout[5]      -0.43
after CTS             nout[5]      -0.43
what timing repair did:
item / 4_1_cts / 5_1_grt
buffers inserted: 7 / 1
setup endpoints to repair: 26 / 19
resized: 38 / 18
pin swaps: 5 / 10
cloned: 0 / 0
Power figures rest on the tool's default switching activity, not on a simulated workload.
